<file path="design.v">
module adder_16
(
	input wire [15:0] a,
	input wire [15:0] b,
	input wire carry_in,
	output wire [15:0] sum,
	output wire overflow
);
	assign sum = ((a + b + carry_in) % (2 **16));
	assign overflow = ((a + b + carry_in) / (2 ** 16));
endmodule
</file>
<file path="config.mk">
export PLATFORM = sky130hd
export DESIGN_NAME = adder_16
export DESIGN_NICKNAME = adder_16
export VERILOG_FILES = /design/flow/design.v
export SDC_FILE = /design/flow/constraint.sdc
export NUM_CORES = 4
export LEC_CHECK = 1
export CORE_AREA = 10 10 80 80
export DIE_AREA = 0 0 90 90
</file>
<file path="constraint.sdc">
current_design adder_16

set clk_period 8.9
set clk_io_pct 0.2

create_clock -name clk0 -period $clk_period

set non_clock_inputs [all_inputs -no_clocks]
set_input_delay [expr $clk_period * $clk_io_pct] -clock clk0 $non_clock_inputs
set_output_delay [expr $clk_period * $clk_io_pct] -clock clk0 [all_outputs]
</file>
<file path="run.sh">
#!/bin/bash
# OpenROAD 26Q1-2900-gdf79404cd8, Yosys 0.63+post, stock flow scripts
make -C /OpenROAD-flow-scripts/flow DESIGN_CONFIG=/design/flow/config.mk WORK_HOME=/design/flow/orfs finish
</file>
==> notes.md <==
The portion of synthesized cell area occupied by the leading cell type was 0.256. The cell-internal power was 0.0641 mW. Yosys stat counts 89 cells in the synthesized netlist. Wires add up to 2.29 mm. In this run the maximum-capacitance check reported violations numbering 0. After the first detailed-routing iteration, the DRC count stood at 16. After routing the design area is 0.00132 sq mm. The layer with the highest usage is met2. The run gives 0.0000332 V for the maximum vdd ir drop. Biggest area consumer among synthesized cells: sky130_fd_sc_hd__ha_1. With the buffers plus inverters on the worst setup path at 2, the sequential share of the synthesized area is 0. The layout overhead on the synthesized area was 79.7%; the remaining design rule violation count was 0. The run gives 90 um for the vertical die size. The tally of nets with antenna violations remaining after routing is 0. The critical path maximum fanout is 2. Per the post-synthesis stats, the area per cell is 8.24 sq um. The chip occupies 0.00810 sq mm. The worst max-slew margin expressed relative to the limit was 0.772. The routed layout has 819 vias. The met3 demand-to-capacity share in global routing is 0.00838, and the die width is 90 um. According to the report, the first pass of detailed routing completed in 4 iterations. The slew of the pin with the lowest slew margin was 339 ps. The worst setup path is launched from a primary input. The worst hold path class is primary input to output pin. For reference, the top cells by area after synthesis are sky130_fd_sc_hd__ha_1, sky130_fd_sc_hd__xnor2_1, sky130_fd_sc_hd__a21oi_1. Endpoint class of the critical path: an output pin. The clock period could shrink to 6530 ps.

The via density per instance is 3.98, and the met2 layer usage reported by global route is 0.0878. The switching part of the total power was 0.351. The OpenROAD report gives the critical path a required time of 7120 ps. Across the whole layout, storage elements account for 0 sq um. Per the OpenROAD floorplan log, the area of the core is 0.00472 sq mm. With the highest clock rate at 0.153 GHz, the max-slew violation count is 0. The final worst hold slack is 4640 ps. Global router's overall resource usage: 0.0547.

The effective utilization at floorplan was 0.155; the combinational power share was 1.000. The warning total across the stage logs works out to 32. The tools report the antenna diode count as 0.

The proportion of power drawn by the clock network was 0; the post-synthesis instance area was 733 sq um. After clock tree synthesis, the repair step resized 0 gates. The arrival time at the worst endpoint was 4750 ps. The tools report the fill cell instance count of the final layout as 527.

The share of final-layout standard cells stronger than drive strength 1 is 0.0791. The cell with the largest stage delay on the worst path is sky130_fd_sc_hd__clkdlybuf4s50_1. The tools report the proportion of power drawn by flip-flops and latches as 0.

Setup repair after global routing left no endpoint under its margin. After technology mapping, the gate count stands at 89. Entering global routing, the biggest net connects 7 pins. Global routing finished with a remaining overflow of 0.

The logs give 0.279 for the core utilization of the finished layout and 0 for the number of antenna violations at the first check in global routing. The run gives 0.0987 mW for the post-route total power. The critical path goes through clkdlybuf4s50_1 -> fa_1 -> fa_1 -> a21oi_2 -> o21ai_2 -> a2111oi_2 -> o31ai_1 -> a21oi_1 -> xnor2_1 -> clkdlybuf4s50_1. The static power due to leakage was 0.526 nW. The end-of-flow timing check tallies setup violations at 0. Power density over the cells: 74.9 mW/mm^2.

The delay of the slowest critical-path stage is 490 ps, and the total cell area reported by yosys after synthesis is 733 sq um. The design has 0 sequential cells. The run finished with clean final reports. Routability-driven placement finished with a final weighted congestion of 0.727. The run gives 11.1 um for the average wire per cell in the routed design. Pin placement for this block handled 50 I/O pins. In this run the cell area measured after placement is 0.00132 sq mm. The analysis attributes to net switching a power of 0.0347 mW. The number of hold buffers added after CTS was 0.

Endpoints failing hold in the final report were tallied at 0. The start-to-end type of the worst setup path is primary input to output pin. The first global-routing pass estimated 3.86 mm of wire. The met1 capacity usage during global routing is 0.0800. The number of port buffers came out at 50. Warnings reported by Yosys during synthesis add up to 0. In the Yosys stats the netlist draws on 31 distinct library cells. The post-CTS setup buffer count is 0. The number of clock-tree buffers in the layout was 0; the final setup TNS was 0 ps. The post-route fraction of the period consumed by the critical path is 0.734.

In the placement report, post-DP HPWL is listed as 2.13 mm. Via count of the first global-routing pass: 847. The floorplan has 25 rows. The timing report attributes the biggest portion of critical-path delay to AND-OR/OR-AND gates.
cell usage after synthesis:
master	count
sky130_fd_sc_hd__a2111oi_2	1
sky130_fd_sc_hd__a211o_1	1
sky130_fd_sc_hd__a211oi_2	1
sky130_fd_sc_hd__a21o_1	4
sky130_fd_sc_hd__a21o_2	1
sky130_fd_sc_hd__a21oi_1	9
sky130_fd_sc_hd__a21oi_2	3
sky130_fd_sc_hd__a221o_1	1
sky130_fd_sc_hd__a31oi_1	1
sky130_fd_sc_hd__and3_1	1
sky130_fd_sc_hd__and4_1	1
sky130_fd_sc_hd__fa_1	2
sky130_fd_sc_hd__ha_1	15
sky130_fd_sc_hd__inv_1	4
sky130_fd_sc_hd__nand2_1	4
sky130_fd_sc_hd__nand2b_1	2
sky130_fd_sc_hd__nand3_1	3
sky130_fd_sc_hd__nor2_1	3
sky130_fd_sc_hd__nor2b_1	1
sky130_fd_sc_hd__o21a_1	2
sky130_fd_sc_hd__o21ai_0	4
sky130_fd_sc_hd__o21ai_1	1
sky130_fd_sc_hd__o21ai_2	2
sky130_fd_sc_hd__o21bai_1	3
sky130_fd_sc_hd__o221ai_2	1
sky130_fd_sc_hd__o2bb2ai_1	1
sky130_fd_sc_hd__o31ai_1	1
sky130_fd_sc_hd__o31ai_2	1
sky130_fd_sc_hd__or2_2	1
sky130_fd_sc_hd__xnor2_1	9
sky130_fd_sc_hd__xor2_1	5
layer usage:
metal	up-vias	part of all wire	routed length, um
met1	354	0.54	1230
met3	0	0.043	98
met4	0	0	0
met5	-	0	0
li1	436	-	-
met2	29	0.42	962
area by class of cell:
class / instances / area [sq um] / area share
Inverter: 4 / 15.0 / 0.0114
Timing Repair Buffer: 50 / 500 / 0.380
Tap cell: 67 / 83.8 / 0.0636
Multi-Input combinational cell: 85 / 718 / 0.545
power groups by stage:
stage	Combinational, mW	Clock (mW)	Sequential, mW
4_1_cts	0.101	0	0
5_1_grt	0.110	0	0
6_report	0.0987	0	0
cell families after synthesis:
logic type,synth area share
AND-OR/OR-AND,0.391
adder cells (fa/ha/maj),0.311
AND/OR/NAND/NOR,0.111
XOR/XNOR,0.167
buffers and inverters,0.0205
through the flow:
step	instances	setup WS, ps
finish	206	2370
global route	206	2160
CTS	206	2330
detailed placement	206	2350
global placement	206	2360
floorplan	89	3450
path summary, 6_finish.rpt:
| check | start | endpoint | slack, ps | cells after the start |
|---|---|---|---|---|
| setup / recovery | a[0] | sum[10] | 2370 | 10 |
| hold / removal | b[15] | sum[15] | 4640 | 4 |
cells in the final DEF (no fill, tap or decap), drive strengths merged, types with 4 or more instances in the layout:
master	count
clkdlybuf4s50	50
ha	15
a21oi	12
xnor2	9
o21ai	7
xor2	5
a21o	5
inv	4
nand2	4
Power is estimated from default activity; no workload was simulated.
