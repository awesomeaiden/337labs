--- /design/flow/run.sh ---
#!/bin/bash
# OpenROAD 26Q1-2900-gdf79404cd8, Yosys 0.63+post, stock flow scripts
make -C /OpenROAD-flow-scripts/flow DESIGN_CONFIG=/design/flow/config.mk WORK_HOME=/design/flow/orfs finish
--- /design/flow/config.mk ---
export PLATFORM = sky130hd
export DESIGN_NAME = mult_add
export DESIGN_NICKNAME = mult_add
export VERILOG_FILES = /design/flow/design.v
export SDC_FILE = /design/flow/constraint.sdc
export NUM_CORES = 4
export LEC_CHECK = 1
export CORE_UTILIZATION = 50
--- /design/flow/design.v ---
module mult_add
(
  input wire clk,
  input wire n_rst,
  input wire [35:0] sample_in,
  input wire [35:0] coeff_in,
  input wire conv_en,
  output wire [15:0] result,
  output wire result_ready
);
assign result = (sample_in[3:0] * coeff_in[3:0]) 
              + (sample_in[7:4] * coeff_in[7:4])
              + (sample_in[11:8] * coeff_in[11:8])
              + (sample_in[15:12] * coeff_in[15:12])
              + (sample_in[19:16] * coeff_in[19:16])
              + (sample_in[23:20] * coeff_in[23:20])
              + (sample_in[27:24] * coeff_in[27:24])
              + (sample_in[31:28] * coeff_in[31:28])
              + (sample_in[35:32] * coeff_in[35:32]);
assign result_ready = conv_en;
endmodule
--- /design/flow/constraint.sdc ---
current_design mult_add

set clk_period 15.3
set clk_io_pct 0.2

create_clock -name clk0 -period $clk_period

set non_clock_inputs [all_inputs -no_clocks]
set_input_delay [expr $clk_period * $clk_io_pct] -clock clk0 $non_clock_inputs
set_output_delay [expr $clk_period * $clk_io_pct] -clock clk0 [all_outputs]
==> flow_results.xml <==
<?xml version="1.0" encoding="UTF-8"?>
<metrics>
  <group name="finish">
    <metric name="area_growth" unit="%">18.9</metric>
    <metric name="ff_latch_area" unit="µm²">0</metric>
    <metric name="utilization" unit="%">62.1</metric>
    <metric name="layout.cells.most_common" unit="">sky130_fd_sc_hd__inv_1</metric>
    <metric name="num-fill-cells" unit="">835</metric>
    <metric name="final_layout_top_logic_cells" unit="">186 x sky130_fd_sc_hd__inv_1, 127 x sky130_fd_sc_hd__fa_1, 111 x sky130_fd_sc_hd__and2_1, 84 x sky130_fd_sc_hd__clkdlybuf4s50_1, 73 x sky130_fd_sc_hd__ha_1</metric>
    <metric name="flop-count" unit="">0</metric>
    <metric name="multi_input_comb_area" unit="µm²">4450</metric>
    <metric name="layout_cells_sized_above_1" unit="%">0.155</metric>
    <metric name="final.clkbuf_count" unit="">0</metric>
  </group>
  <group name="route">
    <metric name="finalWirelength" unit="µm">9630</metric>
    <metric name="drt_first_pass_iters" unit="">4</metric>
    <metric name="drt-wirelength-per-cell" unit="µm">12.4</metric>
    <metric name="diodes" unit="">0</metric>
    <metric name="routed-via-count" unit="">3496</metric>
    <metric name="detail_routed_via_count_per_cell" unit="">4.49</metric>
    <metric name="detail-route-antenna-nets" unit="">0</metric>
    <metric name="drt_iter0_markers" unit="">34</metric>
    <metric name="detail_route.drc_violations" unit="">0</metric>
  </group>
  <group name="grt">
    <metric name="maximum_number_of_pins_on_one_net_before_global_route_repair" unit="">6</metric>
    <metric name="grt_overflow_total" unit="">0</metric>
    <metric name="grt.met1_usage" unit="%">34.9</metric>
    <metric name="tot_gr_track_use" unit="%">21.6</metric>
    <metric name="number_of_antenna_violations_at_the_first_check_in_global_routing" unit="">0</metric>
    <metric name="vias_in_the_first_global_route" unit="">3919</metric>
    <metric name="grtUsageMet3" unit="%">6.41</metric>
    <metric name="global_route.peak_usage_layer" unit="">met1</metric>
    <metric name="groute.layer.met2.usage" unit="%">32.8</metric>
    <metric name="grt_first_pass_wirelength" unit="µm">17500</metric>
  </group>
  <group name="sta">
    <metric name="fin_setup_tns" unit="ps">0</metric>
    <metric name="final_min_period_over_clock_period" unit="%">84.7</metric>
    <metric name="finalSetupViolCount" unit="">0</metric>
    <metric name="finalWorstPathRequiredPeriod" unit="ps">12960</metric>
    <metric name="grt_setup_unrepaired" unit="">false</metric>
    <metric name="hold_viol" unit="">0</metric>
    <metric name="achievable-frequency" unit="MHz">77.2</metric>
    <metric name="finalMaxSlewViolations" unit="">0</metric>
    <metric name="worst_slack" unit="ps">2340</metric>
  </group>
  <group name="yosys">
    <metric name="synthesis.area" unit="µm²">5180</metric>
    <metric name="netlist_instances" unit="">564</metric>
    <metric name="warnings_from_yosys" unit="">0</metric>
    <metric name="yosys.stat.chipArea" unit="µm²">5180</metric>
    <metric name="largest_area_cell" unit="">sky130_fd_sc_hd__fa_1</metric>
    <metric name="postSynthAreaPerCell" unit="µm²">9.18</metric>
    <metric name="netlist-cell-type-count" unit="">17</metric>
    <metric name="ys_cells" unit="">564</metric>
    <metric name="topCellsByArea" unit="">sky130_fd_sc_hd__fa_1 49%, sky130_fd_sc_hd__ha_1 18%, sky130_fd_sc_hd__inv_1 13%, sky130_fd_sc_hd__and2_1 13%, sky130_fd_sc_hd__nand2_1 2.4%</metric>
    <metric name="netlist.area_leader.share" unit="%">49.1</metric>
    <metric name="synth_sequential_area_ratio" unit="%">0</metric>
  </group>
  <group name="worst_setup_path">
    <metric name="path_buffers" unit="">5</metric>
    <metric name="critical_path.max_stage_delay" unit="ps">590</metric>
    <metric name="start_kind" unit="">input pin</metric>
    <metric name="setup.worst_path.end_class" unit="">output pin</metric>
    <metric name="cp_top_family" unit="">adder cells</metric>
    <metric name="critical-path-top-cell-by-count" unit="">sky130_fd_sc_hd__fa_1</metric>
    <metric name="crit_path_max_fanout" unit="">4</metric>
    <metric name="critical_path.cell_chain" unit="">clkdlybuf4s50_1 &gt; and2_1 &gt; fa_1 &gt; inv_1 &gt; fa_1 &gt; fa_1 &gt; inv_1 &gt; fa_1 &gt; fa_1 &gt; fa_1 &gt; fa_1 &gt; fa_1 &gt; inv_1 &gt; fa_1 &gt; nor2b_1 &gt; o21ai_1 &gt; a21oi_1 &gt; o21ai_1 &gt; a21oi_1 &gt; clkdlybuf4s50_1</metric>
    <metric name="worst-endpoint-required" unit="ps">12240</metric>
    <metric name="worst_path_max_delay_cell" unit="">sky130_fd_sc_hd__fa_1</metric>
    <metric name="critPathArrivalTime" unit="ps">9900</metric>
    <metric name="path_class" unit="">input pin to output pin</metric>
  </group>
  <group name="floorplanning">
    <metric name="io_pins" unit="">92</metric>
    <metric name="floorplan.rows" unit="">36</metric>
    <metric name="die-width" unit="µm">104</metric>
    <metric name="floorplan.die_area" unit="µm²">10800</metric>
    <metric name="die_y" unit="µm">104</metric>
    <metric name="fp.coreArea" unit="µm²">9910</metric>
    <metric name="initCoreUtil" unit="%">52.2</metric>
  </group>
  <group name="clock_network">
    <metric name="holdBufCountCts" unit="">0</metric>
    <metric name="cts_repair_resize_count" unit="">0</metric>
    <metric name="cts_setup_buffers" unit="">0</metric>
  </group>
  <group name="hold_path">
    <metric name="hold_path.class" unit="">input pin to output pin</metric>
  </group>
  <group name="placement">
    <metric name="port_buffer_count" unit="">84</metric>
    <metric name="hpwl" unit="µm">9330</metric>
    <metric name="gpl.final_weighted_congestion" unit="">0.888</metric>
    <metric name="pre_cts_slack" unit="ps">2330</metric>
  </group>
  <group name="run">
    <metric name="max_cap_viol_count" unit="">0</metric>
    <metric name="tool_warnings" unit="">37</metric>
  </group>
  <group name="status">
    <metric name="status" unit="">completed</metric>
  </group>
</metrics>
## final timing paths
path	from	end	slack, ps	depth (start not counted)
hold / removal	conv_en	result_ready	6120	0
setup / recovery	sample_in[2]	result[9]	2340	20
## routing by layer
layer,vias to the layer above,share of wire (%)
li1,1753,-
met4,0,0.69
met2,90,46
met3,4,7.8
met1,1649,45
met5,-,0
## kinds of logic (layout without fill, tap and decap cells)
group	after synthesis	in the layout	share of synthesized area [%]
adders and majority gates	200	200	66.7
AOI/OAI and AO/OA	11	11	1.38
and+or+nand+nor	157	157	16.9
xor gates and xnor gates	4	4	0.677
other	1	4	0.0724
buffers and inverters	191	270	14.2
## through the flow
stage / hold slack [ps] / std cells / area [µm²]
after floorplan: 6190 / 567 / 5190
after global placement: 6120 / 779 / 6160
after detailed placement: 6120 / 779 / 6160
after CTS: 6120 / 779 / 6160
after global routing: 6120 / 779 / 6160
final: 6120 / 779 / 6160
## final cells by class
| cell class | count | area share (%) |
|---|---|---|
| inverters | 186 | 11.3 |
| multi-input cells | 376 | 72.3 |
| well taps | 133 | 2.70 |
| repair buffers | 84 | 13.7 |
## synthesized netlist by cell type (all sizes together)
cell type,count
conb,1
nor2,9
nor3,1
o21ai,2
o21a,1
nor2b,2
a311oi,1
xnor2,4
and3,1
nand2,33
o31a,1
ha,73
a21oi,6
and2,111
fa,127
buf,5
inv,186
