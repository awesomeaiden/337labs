==> config.mk <==
export PLATFORM = sky130hd
export DESIGN_NAME = coeff_reg
export DESIGN_NICKNAME = coeff_reg
export VERILOG_FILES = /design/flow/design.v
export SDC_FILE = /design/flow/constraint.sdc
export NUM_CORES = 4
export LEC_CHECK = 1
export CORE_AREA = 10 10 110 110
export DIE_AREA = 0 0 120 120
==> constraint.sdc <==
current_design coeff_reg

set clk_period 1.1
set clk_io_pct 0.2

create_clock -name clk0 -period $clk_period [get_ports {clk}]

set non_clock_inputs [all_inputs -no_clocks]
set_input_delay [expr $clk_period * $clk_io_pct] -clock clk0 $non_clock_inputs
set_output_delay [expr $clk_period * $clk_io_pct] -clock clk0 [all_outputs]
==> design.v <==
module coeff_reg
(
  input wire clk,
  input wire n_rst,
  input wire coeff_ld,
  input wire [15:0] coeff_in,
  input wire [1:0] coeff_sel,
  output wire [35:0] coeff_out
);
logic [15:0] coeff_0, coeff_1, coeff_2, next_coeff_0, next_coeff_1, next_coeff_2;
always_ff @ (posedge clk, negedge n_rst) begin
  if (n_rst == 1'b0) begin
    coeff_0 <= 16'd0;
    coeff_1 <= 16'd0;
    coeff_2 <= 16'd0;
  end else begin
    coeff_0 <= next_coeff_0;
    coeff_1 <= next_coeff_1;
    coeff_2 <= next_coeff_2;
  end
end
always_comb begin
  next_coeff_0 = coeff_0;  
  next_coeff_1 = coeff_1;  
  next_coeff_2 = coeff_2;  
  if (coeff_ld == 1'b1) begin
      if (coeff_sel == 2'b00)
        next_coeff_0 = coeff_in;
      else if (coeff_sel == 2'b01)
        next_coeff_1 = coeff_in;
      else if (coeff_sel == 2'b10)
        next_coeff_2 = coeff_in;
    end
end
assign coeff_out = {coeff_2[11:0], coeff_1[11:0], coeff_0[11:0]};
endmodule
==> run.sh <==
#!/bin/bash
# OpenROAD 26Q1-2900-gdf79404cd8, Yosys 0.63+post, stock flow scripts
make -C /OpenROAD-flow-scripts/flow DESIGN_CONFIG=/design/flow/config.mk WORK_HOME=/design/flow/orfs finish
==> out/results.txt <==
Outcome: finished, final reports clean
Final min period: 1090 ps
CP Launch Type: input pin
Die H: 120 µm
CP max stage delay: 320 ps
PnR worst setup slack: 10.30 ps
YS chip area: 1356 µm²
Ys flops: 36
Pins over their slew limit: 0
Leakage: 0.9419 nW
Total grt overflow: 0
XORs/XNORs by Area: 0
Reg2reg start: coeff_2[7]
Area fraction in compound gates: 0
Worst vdd ir: 0.0004805 V
Latency at later pin: 290 ps
Max Clock Freq: 0.9177 GHz
Worst-path cell chain: dlygate4sd2_1, nand3b_1, bufbuf_16, mux2_2
Final WL: 4026 µm
Die footprint: 14400 µm²
Simple-gate share of the synthesized area: 0.02030
Fin area: 2116 µm²
Count of final setup violators: 0
Mux share: 0.2989
Unique cell types: 5
HPWL Detailed: 2909 µm
Num ports: 57
P&R area growth vs syn: 56.00%
Max-cap viol count: 0
Post-synthesis instance total: 78
PwrDens: 1589 nW/µm²
Met3 Usage GRT: 0.02237
Clk slew on worst S/H paths: 90 ps
Tally of buffers added on design ports: 52
Floorplan Utilization: 0.1388
Number of warnings in the stage logs: 30
Register area share after synthesis: 0.6642
Via count of the first global-routing pass: 1036
Grt met2 use: 0.09354
Crit Path Class: in2reg
GR Util met1: 0.07013
Hold Path Class: in2async
DR pass1 iterations: 2
Crit. End Element: flop
Antenna violations before repair: 0
Pin count of the biggest net entering global routing: 25
Worst Skew: 0 ps
Core footprint: 9774 µm²
Final core occ: 0.2165
DR vias: 915
Slowest-stage cell, CP: mux2_2
Period utilization: 0.9906
Worst Setup SP: coeff_sel[0]
Syn avg cell area: 17.39 µm²
Total GRT Usage: 0.05635
CTS buffer count: 5
Sink Count: 36
Top logic family: multiplexers
Post-DP Area: 2097 µm²
CTS tree: done
Adder Share, Synth: 0
Post-route ant nets: 0
Diodes inserted: 0
Post-Syn Area: 1356 µm²
Ys Warns: 1
Die Wd: 120 µm
First-pass GRT wire length: 6292 µm
Setup TNS: 0 ps
Routed len/inst: 14.28 µm
Crit-path max FO: 6
Max-slew headroom: 0.6104
Global routing's busiest layer: met2
Crit path DAT: 1260 ps
1st-iter DRT viols: 27
Longest Clk Path Bufs: 2
Placer congestion estimate: 0.6643
Clk Tree Root Cell: clkbuf_8
CP Data Required Time: 1270 ps
Dpl ws: -515.2 ps
Rows: 36
R2r setup slk: 110 ps
Via density: 3.245
Cell total in the yosys stat output: 78
CTS HTree Levels: 2
Fraction of layout cells with a size suffix above 1: 0.6242
Least-Margin Pin Slew: 582.4 ps
# DRC: 0
Final Hold Fails: 0
## final timing paths
path,endpoint,cells after the start
worst max-delay path,coeff_2[10],4
worst min-delay path,coeff_2[0],3
worst max register to register,coeff_2[7],3
worst min register to register,coeff_1[0],1
max in group asynchronous,coeff_2[4],2
min in group clk0,coeff_1[0],1
## report_power, final
| part | switching, mW | internal (mW) | total (mW) |
|---|---|---|---|
| Sequential | 0.117 | 1.57 | 1.69 |
| Clock | 0.539 | 0.449 | 0.988 |
| Combinational | 0.202 | 0.482 | 0.684 |
| Total | 0.858 | 2.50 | 3.36 |
## logic make-up (layout without fill, tap and decap cells)
group,count (synthesis),after routing
mux,36,36
flops,36,36
simple gates,3,3
buf+inv,3,74
## final cells by class
class | instances | area (µm²)
Clock buffer | 5 | 68.82
Clock inverter | 3 | 23.77
Fill cell | 1069 | 7659
Multi-Input combinational cell | 39 | 439.2
Sequential cell | 36 | 900.9
Tap cell | 133 | 166.4
Timing Repair Buffer | 66 | 516.7
## per-stage QoR
stage / cells / power, mW / hold WS [ps]
5_1_grt: 282 / 3.624 / 443.8
3_5_place_dp: 265 / 2.615 / 146.3
6_report: 282 / 3.362 / 430.7
4_1_cts: 280 / 3.530 / 431.3
3_3_place_gp: 265 / 2.605 / 144.7
2_1_floorplan: 78 / 1.886 / -75.59
## per-layer routing
metal / wire (µm) / up-vias
met3: 290 / 4
met4: 33 / 0
met5: 0 / -
met2: 1956 / 29
met1: 1745 / 464
li1: - / 418
## placed cells by master, fill, tap and decap left out
cell	count
clkinvlp_4	2
clkdlybuf4s50_1	12
dlygate4sd3_1	2
clkinv_4	1
buf_12	3
buf_4	6
mux2_2	36
clkdlybuf4s15_1	1
clkbuf_2	23
nor3b_4	1
dfrtp_1	36
nand3b_1	2
buf_2	13
dlygate4sd2_1	3
bufbuf_16	1
buf_6	2
clkbuf_8	5
## repair_timing
item,CTS,global route
hold buffers,2,0
endpoints found under the setup margin,72,23
pin swaps,1,0
gates cloned,1,0
gates resized,94,23
endpoints found under the hold margin,12,0
buffers inserted,4,2
## sequential cells by signal, indices dropped and copies added, names as in the netlist
register / count
coeff_1: 12
coeff_0: 12
coeff_2: 12
## worst max-delay path, delay by kind of cell
family / cells / cell delay (ps)
muxes: 1 / 320
and+or+nand+nor: 1 / 160
buffers and inverters: 2 / 560
## synth_stat cells
master | number | area (µm²)
dfrtp_1 | 36 | 900.9
mux2_2 | 36 | 405.4
buf_4 | 3 | 22.52
nand3b_1 | 2 | 15.01
nor3b_2 | 1 | 12.51
No activity file was given, so power comes from the tool's default toggle rates.
